--- flow/design.v ---
module Counter_4bits(
	input wire clk, enb, rst,
	input wire modo,
	input wire [3:0] data, 
	output reg [3:0] Q
);
always @(posedge clk)
begin
	if (enb)
	begin
    case(modo)
        0: begin
            if (~rst)
            begin
                Q <= 0;
            end
            else
            begin
                Q <= Q + 1;
            end
        end 
        1: begin
            Q <= data;		 
        end
        default: begin
            Q <= Q + 1;
        end
    endcase
	end
end
endmodule
module NAND(
    input a,  
    input b,  
    output y  
);
    assign y = ~(a & b);  
endmodule
module Counter(
    input clk, enb,  
    input modo,
    input [3:0] data,  
    output [3:0] Q  
);
    wire nand_a;
    wire nand_b;
    wire nand_out_rst;
    assign nand_a = Q[0];
    assign nand_b = Q[1];
    Counter_4bits counter_4bits(
        .clk(clk),  
        .enb(enb),  
        .rst(nand_out_rst),
        .modo(modo),
        .data(data),
        .Q(Q)
    );    
    NAND nand_inst(
        .a(nand_a),  
        .b(nand_b),  
        .y(nand_out_rst));  
endmodule
--- flow/run.sh ---
#!/bin/bash
# OpenROAD 26Q1-2900-gdf79404cd8, Yosys 0.63+post, stock flow scripts
make -C /OpenROAD-flow-scripts/flow DESIGN_CONFIG=/design/flow/config.mk WORK_HOME=/design/flow/orfs finish
--- flow/config.mk ---
export PLATFORM = sky130hd
export DESIGN_NAME = Counter
export DESIGN_NICKNAME = Counter
export VERILOG_FILES = /design/flow/design.v
export SDC_FILE = /design/flow/constraint.sdc
export NUM_CORES = 4
export LEC_CHECK = 1
export CORE_AREA = 10 10 70 70
export DIE_AREA = 0 0 80 80
--- flow/constraint.sdc ---
current_design Counter

set clk_period 2.1
set clk_io_pct 0.2

create_clock -name clk0 -period $clk_period [get_ports {clk}]

set non_clock_inputs [all_inputs -no_clocks]
set_input_delay [expr $clk_period * $clk_io_pct] -clock clk0 $non_clock_inputs
set_output_delay [expr $clk_period * $clk_io_pct] -clock clk0 [all_outputs]
==> out/metrics.csv <==
stage,metric,value,unit
run_status,status,"complete, no violations",
drt,Routed Antenna Nets,0,
sta,relative slew slack,82.3,%
floorplanning,IO Pins,11,
worst_setup_path,Crit path max-delay family,buffers and inverters,
sta,Worst Skew,0.00164,ns
global_route,vias in the first global route,190,
sta,Least-Margin Pin Slew,0.265,ns
sta,period utilization,74.9,%
power_and_ir_drop,Sequential Power Share,43.2,%
worst_setup_path,CP Max Fanout,4,
logic_synthesis,Yosys Chip Area,218,µm²
worst_setup_path,Worst R2R End,counter_4bits.Q[1]$_DFFE_PP_,
worst_setup_path,WP buf/inv,1,
cts,Post-CTS Setup Bufs,0,
drt,DRT Pass-1 Iters,2,
floorplanning,chip width,80,µm
sta,RSZ-0062 raised after global routing,false,
logic_synthesis,Synth cell types,12,
drt,number of antenna diodes,0,
placed_design,worst slack at placement,0.447,ns
cts,TritonCTS Buffers,3,
logic_synthesis,Synth Instances,17,
floorplanning,chip area,6400,µm²
worst_setup_path,crit end category,output port,
drt,Vias,169,
worst_setup_path,Setup Crit Path Kind,flip-flop to output port,
logic_synthesis,synthesized cell area,218,µm²
worst_setup_path,Critical Path Source Type,flip-flop,
sta,Final setup viols,0,
placed_design,buffers added on ports,10,
floorplanning,Initial Util,6.37,%
power_and_ir_drop,clock power share,40.0,%
layout,share of cells above drive strength 1,17.9,%
global_route,Total GRT Usage,2.00,%
min_path,worst hold path depth,2,
global_route,GRT Residual Overflow,0,
drt,drt drc,0,
layout,Largest Register,counter_4bits.Q,
floorplanning,Rows,21,
drt,final WL,606,µm
min_path,Hold Crit Class,flip-flop to flip-flop,
logic_synthesis,Yosys Instances,17,
floorplanning,chip height,80,µm
sta,Final Hold Vio Count,0,
sta,Fin Setup TNS,0,ns
cts,clock buffer depth,2,
power_and_ir_drop,Pleak,0.131,nW
global_route,first-pass GRT wire length,931,µm
worst_setup_path,FF-to-FF path depth,2,
min_path,hold endpoint,counter_4bits.Q[2]$_DFFE_PP_,
layout,Synth-to-Final Area Change,75.9,%
drt,post-DR wirelength/cell,8.19,µm
worst_setup_path,crit-path cells,clkdlybuf4s50_1,
cts,CTS tree,yes,
sta,fin. max-slew vios,0,
power_and_ir_drop,logic gate share of total power,16.7,%
cts,CTS Root Cell,clkbuf_4,
power_and_ir_drop,sw power,48.6,µW
run,Tool Warnings,25,
floorplanning,core area,3420,µm²
cts,CTS sink count,4,
logic_synthesis,average instance area after synthesis,12.8,µm²
drt,routed vias/inst,2.28,
logic_synthesis,Syn. warnings,1,
worst_setup_path,worst path arrival time,1.15,ns
layout,Largest register FFs,4,
placed_design,GPL Wtd Cong,0.739,
worst_setup_path,Worst R2R Start,counter_4bits.Q[0]$_DFFE_PP_,
cts,clock transition at the registers of the reported paths,0.04,ns
sta,Max Freq,636,MHz
cts,H-tree depth,1,
sta,fin crit period,1.57,ns
power_and_ir_drop,VDD IR max,126,µV
power_and_ir_drop,Int Pwr,189,µW
power_and_ir_drop,power density over cell area,621,nW/µm²
drt,starting DRC count in detailed routing,13,
worst_setup_path,"slowest stage cell, crit path",clkdlybuf4s50_1,
cts,CTS resizes,0,
power_and_ir_drop,sw frac,20.4,%
global_route,largest net degree at the start of global routing,7,
layout,top flop regs,counter_4bits.Q (4),
global_route,initial antenna violation count,0,
cts,clk latency late pin,0.23,ns
worst_setup_path,"slowest stage delay, CP",0.51,ns
worst_setup_path,Critical Path RT,1.68,ns
sta,final worst slack,0.528,ns
cts,hold_buf cts,0,
logic_synthesis,register bit count reported by yosys,4,
min_path,hold path startpoint,counter_4bits.Q[2]$_DFFE_PP_,
logic_synthesis,sequential share of the synthesized area,55.2,%
worst_setup_path,r2r setup slk,0.84,ns
run,max_cap viols,0,
[logic make-up (layout without fill, tap and decap cells)]
group	Yosys count	in the layout	share of synthesized area (%)
fa+ha+maj	1	1	5.75
flops	4	4	55.2
simple gates	4	4	8.62
compound gates	2	2	8.04
xor+xnor	1	1	4.02
buf+inv	3	14	8.62
mux	2	2	9.77
[cells in the final DEF (no fill, tap or decap), types with 2 or more instances in the layout]
cell type	count
clkdlybuf4s50_1	10
edfxtp_1	4
nand2_1	2
clkbuf_4	3
[power by group through the flow]
stage | Clock, mW | Combinational [mW] | Sequential, mW
after CTS | 0.0988 | 0.0408 | 0.103
final | 0.0951 | 0.0398 | 0.103
after global routing | 0.106 | 0.0440 | 0.104
[through the flow]
stage / instance area (µm²) / utilization (%) / power, mW / cells / hold WS (ns)
global placement: 360 / 10.5 / 0.143 / 71 / 0.643
CTS: 383 / 11.2 / 0.242 / 74 / 0.687
detailed placement: 360 / 10.5 / 0.145 / 71 / 0.678
global route: 383 / 11.2 / 0.253 / 74 / 0.726
floorplan: 218 / - / 0.118 / 17 / 0.532
finish: 383 / 11.2 / 0.238 / 74 / 0.679
[synth_stat cells]
| library cell | number | area, µm² |
|---|---|---|
| edfxtp_1 | 4 | 120 |
| nand2b_1 | 1 | 6.26 |
| o31ai_2 | 1 | 12.5 |
| mux2i_1 | 1 | 10.0 |
| xor2_1 | 1 | 8.76 |
| nand3_1 | 1 | 5.00 |
| mux2_2 | 1 | 11.3 |
| o21ai_0 | 1 | 5.00 |
| ha_1 | 1 | 12.5 |
| nand2_1 | 2 | 7.51 |
| buf_4 | 2 | 15.0 |
| inv_1 | 1 | 3.75 |
[final cells by class]
type	count	area [µm²]
clock buffer	3	22.5
timing repair buffer	10	100
sequential	4	120
multi-input combinational	10	78.8
tap	46	57.6
fill	404	3030
inverter	1	3.75
[worst max-delay path by stage]
stage,start,endpoint,slack (ns),depth (start not counted)
6_report,counter_4bits.Q[0]$_DFFE_PP_,Q[0],0.53,1
5_1_grt,counter_4bits.Q[0]$_DFFE_PP_,Q[0],0.44,1
4_1_cts,counter_4bits.Q[0]$_DFFE_PP_,Q[0],0.50,1
[layer usage]
layer / share of wire [%] / GRT usage, %
met5: 0 / 0
met2: 21 / 1.69
met4: 0 / 0.352
met3: 35 / 3.64
met1: 44 / 2.09
No activity file was given, so power comes from the tool's default toggle rates.
