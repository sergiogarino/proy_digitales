[./config.mk]
export PLATFORM = sky130hd
export DESIGN_NAME = Elevator
export DESIGN_NICKNAME = Elevator
export VERILOG_FILES = /design/flow/design.v
export SDC_FILE = /design/flow/constraint.sdc
export NUM_CORES = 4
export LEC_CHECK = 1
export CORE_AREA = 10 10 70 70
export DIE_AREA = 0 0 80 80
[./constraint.sdc]
current_design Elevator

set clk_period 1.4
set clk_io_pct 0.2

create_clock -name clk0 -period $clk_period [get_ports {Clk}]

set non_clock_inputs [all_inputs -no_clocks]
set_input_delay [expr $clk_period * $clk_io_pct] -clock clk0 $non_clock_inputs
set_output_delay [expr $clk_period * $clk_io_pct] -clock clk0 [all_outputs]
[./design.v]
module Elevator (
    input Clk, Reset,  
    input I0, I1, I2,  
    input E0, E1, E2,  
    input S0, S1, S2,   
    input R,  
    output M, D,   
    output P, W,  
    output S);  
    reg [3:0] estadoPresente, proximoEstado;
    parameter a = 4'b0000;  
    parameter b = 4'b0001;  
    parameter c = 4'b0010;  
    parameter d = 4'b0011;  
    parameter e = 4'b1100;  
    parameter f = 4'b0100;  
    parameter g = 4'b0101;  
    parameter h = 4'b0110;  
    parameter i = 4'b0111;  
    parameter j = 4'b1000;  
    parameter k = 4'b1001;  
    parameter p = 4'b1010;  
    parameter u = 4'b1011;  
    parameter t = 4'b1101;  
    always @(posedge Clk, posedge Reset)
    begin
        if (Reset) estadoPresente <= a;
        else       estadoPresente <= proximoEstado;
    end
    always @(*)
    begin
        case (estadoPresente)
        a:
        casez({S0, S1, S2})
            3'b1??: proximoEstado = b;
            3'b01?: proximoEstado = c;
            3'b001: proximoEstado = d;
            3'b000: proximoEstado = a;
        endcase
        b:
        casez ({E0, I2, E2, E1, I1})
            5'b1????: proximoEstado = p; 
            5'b01???: proximoEstado = f;
            5'b001??: proximoEstado = f;
            5'b0001?: proximoEstado = h;
            5'b00001: proximoEstado = h;
            5'b00000: proximoEstado = b;
        endcase
        c:
        casez ({E1, I2, E2, I0, E0})
            5'b1????: proximoEstado = p;
            5'b01???: proximoEstado = i;
            5'b001??: proximoEstado = i;
            5'b0001?: proximoEstado = j;
            5'b00001: proximoEstado = j;
            5'b00000: proximoEstado = c;
        endcase
        d:
        casez ({E2, I0, E0, E1, I1})
            5'b1????: proximoEstado = p;
            5'b01???: proximoEstado = g;
            5'b001??: proximoEstado = g;
            5'b0001?: proximoEstado = k;
            5'b00001: proximoEstado = k;
            5'b00000: proximoEstado = d;
        endcase
        e:
        begin
            if (R) proximoEstado = t;
            else proximoEstado = e;
        end
        f:
        begin
            if (S1) proximoEstado = i;
            else proximoEstado = f;
        end
        g:
        begin
            if (S1) proximoEstado = j;
            else proximoEstado = g;
        end
        h:
        begin
            if (S1) proximoEstado = p;
            else proximoEstado = h;
        end
        i:
        begin
            if (S2) proximoEstado = p;
            else proximoEstado = i;
        end
        j:
        begin
            if (S0) proximoEstado = p;
            else proximoEstado = j;
        end
        k:
        begin
            if (S1) proximoEstado = p;
            else proximoEstado = k;
        end
        p:
            proximoEstado = u;
        u:
            proximoEstado = e;
        t:
            proximoEstado = a;
        endcase
    end
    assign M = (estadoPresente == u | estadoPresente == t); 
    assign D = (estadoPresente == f | 
                estadoPresente == h | 
                estadoPresente == i | 
                estadoPresente == u);
    assign P = (estadoPresente == f | 
                estadoPresente == g | 
                estadoPresente == h | 
                estadoPresente == i | 
                estadoPresente == j | 
                estadoPresente == k);
    assign W = (estadoPresente == f | 
                estadoPresente == g | 
                estadoPresente == u | 
                estadoPresente == t);
    assign S = (estadoPresente == p);
endmodule
[./run.sh]
#!/bin/bash
# OpenROAD 26Q1-2900-gdf79404cd8, Yosys 0.63+post, stock flow scripts
make -C /OpenROAD-flow-scripts/flow DESIGN_CONFIG=/design/flow/config.mk WORK_HOME=/design/flow/orfs finish
==> results_slide.txt <==
Synthesis and Place & Route Summary

CTS
  – Number of buffers on the longest clock path: 2
  – Total clock buffers created by CTS: 3
  – CTS Root Cell: sky130_fd_sc_hd__clkbuf_4
  – CTS clk-pin slew, worst paths: roughly 0.040 ns
  – CTS tree: done
  – H-tree depth: 1

Synthesis
  – Registers, synthesis: 8
  – Post-synth EDFFs: 0
  – Area fraction of the dominant cell type after synthesis: 0.158
  – Post-synthesis async set-or-reset flop share: 0.500
  – Area of the mapped netlist: about 630 um2
  – Number of cells in the yosys synthesis report: 82
  – Largest area contributor in the synthesized netlist: sky130_fd_sc_hd__dfrtp_1
  – Top flip-flop cell by instance count after synthesis: sky130_fd_sc_hd__dlxtn_1
  – Synth top area cells: sky130_fd_sc_hd__dfrtp_1 16%, sky130_fd_sc_hd__dlxtn_1 9.5%, sky130_fd_sc_hd__nor2_1 4.8%
  – Chip area from the yosys synthesis statistics: 632 um2
  – Distinct cells, synth: 37
  – Warning count from the yosys run: 1
  – Average cell area after synthesis: 7.71 um2
  – Synthesized netlist cell count: 82

Power
  – Pleak: between 0.4 and 0.5 nW
  – Portion of total power attributed to sequential cells: 0.354
  – Part of the total power dissipated in the clock network: 0.433
  – Combinational fraction of design power: 0.212
  – Power density relative to cell area: 317 nW/um2
  – Internal power component: 0.000253 W
  – Sw Ratio: 0.235
  – VDD IR max: 0.134 mV
  – Net load switching power: 0.0000779 W

Placed design
  – Pre-CTS setup slack: -0.321 ns
  – Placed instance area: 922 um2
  – Number of buffers inserted by port buffering: 16
  – Post-DP HPWL: 1.58 mm
  – Weighted congestion reported at the end of routability-driven placement: 0.890

Floorplan
  – Starting density of the core: 0.185
  – Row count: 21
  – Die Footprint: 6400 um2
  – Placeable core area: 3420 um2
  – Number of top-level design ports: 17
  – Die height: 80 um
  – Die width: roughly 80 um

Drt
  – DRT iter0 DRCs: 44
  – Total detailed-routing wirelength: around 2.1 mm
  – Remaining routing DRC violations: 0
  – Average detailed-routed wire length per instance: 13.0 um
  – Number of detailed-routing iterations run before antenna repair: 4
  – Number of nets with antenna violations after detailed routing: 0
  – Post-detailed-route via-to-cell ratio: 4.68
  – Routed vias: approximately 750
  – # diodes: 0

Worst setup path
  – Type of origin of the critical path: register
  – Crit-path max FO: 3
  – Startpoint-to-endpoint class of the critical path: reg -> out
  – Worst path arrival time: 1.23 ns
  – Required time of the worst setup path: 1.12 ns
  – Critical path endpoint category: output port

Cells and area
  – Area occupied by multi-input gates: between 400 and 500 um2
  – Final Cell Area: 1040 um2
  – Flip-flop and latch area: 164 um2
  – Ratio of cells with drive above 1 in the final layout: 0.348
  – Total of fill cells in the finished design: 367
  – Area added between synthesis and finish: 65.1%
  – Top logic cells by instance count in the layout: 14 x sky130_fd_sc_hd__buf_4, 11 x sky130_fd_sc_hd__clkdlybuf4s50_1, 8 x sky130_fd_sc_hd__nor2_1, 6 x sky130_fd_sc_hd__inv_1, 6 x sky130_fd_sc_hd__nand2_1
  – Most common cell after layout, fill and taps aside: sky130_fd_sc_hd__buf_4

GRT
  – Met3 capacity usage during global routing: 0.00909
  – Maximum number of pins on one net before global-route repair: 14
  – Global-route wire length before repair: 3.45 mm
  – Fraction of met1 tracks used by global routing: 0.0956
  – GR Util met2: 0.0971
  – Layer with the highest usage after global routing: met2
  – Antenna violations before repair: 0
  – Vias in the first global route: 695
  – Residual overflow from global routing: 0
  – Gr usage total: 0.0647

STA
  – Worst Max-Slew Pin Slew: 0.334 ns
  – Count of endpoints failing hold in the final timing report: 0
  – Minimum setup slack in the final design: -0.107 ns
  – Final Max-Slew Violation Tally: 0
  – Final worst path period need: 1.51 ns
  – Number of unconstrained endpoints: 8
  – Highest clock frequency the design can meet: around 0.66 GHz
  – Remaining max-slew budget at the tightest pin: 0.776
  – Final Setup Violations: 5
  – Share of the clock period used by the worst path after layout: 1.08
  – RSZ-0062 raised after global routing: true
  – Number of register pins that no clock reaches: 4
  – Sum of negative setup slack: -0.391 ns

Min path
  – Worst Hold Class: in -> async

Run status
  – Violated checks: negative setup slack
  – Outcome: finished, violations left

Run
  – Number of warnings in the stage logs: 27
  – Max-cap check violation count: 0
power by group through the flow:
| stage | clock network, W | registers, W | logic (W) |
|---|---|---|---|
| finish | 0.000143 | 0.000117 | 0.0000703 |
| global route | 0.000160 | 0.000117 | 0.0000784 |
| CTS | 0.000151 | 0.000117 | 0.0000706 |
registers in the layout, indices dropped and copies added (netlist names):
| register | cells |
|---|---|
| proximoEstado | 4 |
| estadoPresente | 4 |
metrics by stage:
| step | total power, W | hold WS (ns) | cells | utilization |
|---|---|---|---|---|
| 6_report | 0.000331 | 0.234 | 161 | 0.305 |
| 5_1_grt | 0.000355 | 0.260 | 161 | 0.305 |
| 4_1_cts | 0.000339 | 0.235 | 162 | 0.307 |
| 3_5_place_dp | 0.000188 | 0.488 | 152 | 0.270 |
| 3_3_place_gp | 0.000189 | 0.496 | 152 | 0.270 |
| 2_1_floorplan | 0.000143 | 0.0461 | 82 | - |
timing repair:
action	4_1_cts	5_1_grt
hold buffers	0	0
gates resized	33	1
setup endpoints to repair	5	5
buffers inserted	7	0
gates cloned	0	0
pin swaps	6	2
worst max-delay path, cell delays in order (launching register included):
cell and delay, ns:
sky130_fd_sc_hd__dfrtp_2 0.43, sky130_fd_sc_hd__nor2b_4 0.16, sky130_fd_sc_hd__buf_6 0.12, sky130_fd_sc_hd__nand2_4 0.04
sky130_fd_sc_hd__o32ai_2 0.11, sky130_fd_sc_hd__buf_2 0.13
Yosys cell counts (all sizes together) (4+ instances only):
library cell  n
buf           5
o21ai         5
nor2          8
dfrtp         4
dlxtn         4
nor2b         4
nand2         7
inv           6
a31oi         4
worst paths after layout:
check	from	end	depth (start not counted)
max	estadoPresente[2]$_DFF_PP0_	W	5
min	Reset	estadoPresente[0]$_DFF_PP0_	2
max in group asynchronous	Reset	estadoPresente[3]$_DFF_PP0_	2
min in group clk0	estadoPresente[0]$_DFF_PP0_	S	2
cells by family (layout without fill, tap and decap cells):
logic type               Yosys count  in the layout  share of synthesized area
XOR/XNOR                           1              1                     0.0139
flip-flops                         4              4                      0.158
AND-OR/OR-AND                     29             29                      0.354
adder cells (fa/ha/maj)            1              1                     0.0158
AND/OR/NAND/NOR                   29             29                      0.232
multiplexers                       3              3                     0.0554
latches                            4              4                     0.0951
buffers and inverters             11             44                     0.0752
layout make-up:
| cell class | instances | area share |
|---|---|---|
| Multi-Input combinational cell | 63 | 0.452 |
| Timing Repair Buffer | 35 | 0.293 |
| Sequential cell | 8 | 0.157 |
| Tap cell | 46 | 0.0552 |
| Clock buffer | 3 | 0.0216 |
| Inverter | 6 | 0.0216 |
routing by layer:
metal	routed length [um]	vias up
met5	0	-
met4	38	0
met3	64	2
met2	949	22
met1	1050	356
li1	-	373
Power is estimated from default activity; no workload was simulated.
